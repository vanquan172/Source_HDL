## /design/flow/run.sh

```bash
#!/bin/bash
# OpenROAD 26Q1-2900-gdf79404cd8, Yosys 0.63+post, stock flow scripts
make -C /OpenROAD-flow-scripts/flow DESIGN_CONFIG=/design/flow/config.mk WORK_HOME=/design/flow/orfs finish
```

## /design/flow/config.mk

```make
export PLATFORM = sky130hd
export DESIGN_NAME = syn_lifo
export DESIGN_NICKNAME = syn_lifo
export VERILOG_FILES = /design/flow/design.v
export SDC_FILE = /design/flow/constraint.sdc
export NUM_CORES = 4
export LEC_CHECK = 1
export CORE_UTILIZATION = 30
```

## /design/flow/constraint.sdc

```tcl
current_design syn_lifo

set clk_period 3.5
set clk_io_pct 0.2

create_clock -name clk0 -period $clk_period [get_ports {clk}]

set non_clock_inputs [all_inputs -no_clocks]
set_input_delay [expr $clk_period * $clk_io_pct] -clock clk0 $non_clock_inputs
set_output_delay [expr $clk_period * $clk_io_pct] -clock clk0 [all_outputs]
```

## /design/flow/design.v

```verilog
module syn_lifo #(parameter data_width =8 , depth = 8) 
(
    input clk ,clr , 
    input push,pop ,
    input [data_width-1:0] data_in ,
    output reg [data_width-1:0] data_out ,
    output full,empty  
);
reg [$clog2(depth):0] st_ptr ; 
reg [data_width-1:0] lifo [0:depth-1] ; 
always @(posedge clk) 
    begin
        if (clr)
            st_ptr <= 0 ; 
        else 
            begin
                if (push & !full) 
                    begin   
                        lifo[st_ptr] = data_in ; 
                        st_ptr = st_ptr + 1; 
                    end 
                else if (pop & !empty)
                    begin   
                        st_ptr = st_ptr - 1; 
                        data_out = lifo[st_ptr] ; 
                    end 
                else ; 
            end 
    end 
assign full = st_ptr == depth ; 
assign empty = st_ptr == 0 ; 
endmodule 
```

==> results_tabular.tex <==
% Auto-generated results table
\begin{tabular}{lr}
\hline
Metric & Value \\
\hline
\multicolumn{2}{l}{\textbf{Setup path}} \\
\quad Worst reg2reg path endpoint & lifo[1][0]\$\_DFFE\_PP\_ \\
\quad CP Depth & 4 \\
\quad Largest fanout of any net on the critical path & 7 \\
\quad Cell Chain, Critical Path & inv\_1 -> ha\_1 -> nor3b\_1 -> clkdlybuf4s50\_1 \\
\quad Category of the most critical setup path & register to output port \\
\quad Crit path capture & empty \\
\quad Buf/Inv on CP & 2 \\
\quad Worst path arrival time & 1.93 ns \\
\quad Required arrival time at the worst endpoint & 2.80 ns \\
\quad Dominant delay contributor by cell family on the critical path & buffers and inverters \\
\quad Register-to-register path setup slack & 0.98 ns \\
\quad Worst setup SP type & register \\
\quad CP max stage cell & clkdlybuf4s50\_1 \\
\quad Max incr delay on CP & 0.52 ns \\
\quad Endpoint type of the worst setup path & output port \\
\quad Beginning of the worst register-to-register path & st\_ptr[0]\$\_SDFFE\_PP0P\_ \\
\quad Launching instance or port of the critical path & st\_ptr[0]\$\_SDFFE\_PP0P\_ \\
\quad Worst Reg-to-Reg Cells & 6 \\
\multicolumn{2}{l}{\textbf{Logic synthesis}} \\
\quad Cell variety after synth & 35 \\
\quad Mux share & 0.362\% \\
\quad Chip area in the Yosys report & 0.00311 mm\^{}2 \\
\quad Post-Syn Area & 0.00311 mm\^{}2 \\
\quad Synth warnings & 2 \\
\quad Synthesized-area fraction occupied by adder cells & 2.82\% \\
\quad Mean instance size in the synthesized netlist & 14.7 um\^{}2 \\
\quad Fraction of registers with async set/reset & 0\% \\
\quad Simple-gate share of the synthesized area & 8.69\% \\
\quad Cell type with the largest total area & edfxtp\_1 \\
\quad Synthesis-stage register bit count & 76 \\
\quad Most used flip-flop cell & edfxtp\_1 \\
\quad Cell count after synthesis & 212 \\
\quad Top non-seq family & AND-OR/OR-AND gates \\
\quad Top post-synthesis cells by area & edfxtp\_1 (70\%), nand3\_1 (3.1\%), a222oi\_1 (2.9\%), ha\_1 (2.8\%), dfxtp\_1 (2.6\%) \\
\quad Area fraction of the dominant cell type after synthesis & 69.5\% \\
\quad Yosys cell count & 212 \\
\quad XOR/XNOR Fraction of Synth Area & 0.845\% \\
\quad Fraction of the mapped netlist area in compound gates & 12.3\% \\
\quad Register share after synthesis & 72.1\% \\
\quad Number of enable-type register cells in the synthesized netlist & 72 \\
\multicolumn{2}{l}{\textbf{STA}} \\
\quad Final worst-path cycle share & 75.2\% \\
\quad Setup violators final & 0 \\
\quad Post-route setup TNS & 0 ns \\
\quad Number of slew-limit violations in the final report & 0 \\
\quad Max Fclk & 380 MHz \\
\quad Final hold vios & 0 \\
\quad Transition time at the pin with the least slew margin & 0.831 ns \\
\quad Headroom to the max-slew limit & 44.6\% \\
\quad Post-route clock skew & 0.00798 ns \\
\quad Setup repair after global routing missed its margin & no \\
\quad Final worst path period need & 2.63 ns \\
\multicolumn{2}{l}{\textbf{Route}} \\
\quad Vias per Instance & 4.98 \\
\quad Diode count & 0 \\
\quad Post-detailed-route DRC marker count & 0 \\
\quad First-pass detailed-route iteration total & 5 \\
\quad Drt first-iter violations & 110 \\
\quad Avg WL per Cell & 16.4 um \\
\quad Total number of vias & 1888 \\
\quad Final WL & 6220 um \\
\quad Remaining antenna violation count & 0 \\
\multicolumn{2}{l}{\textbf{Floorplan}} \\
\quad Die height & 104 um \\
\quad Fraction of the core area occupied by cells at floorplan & 31.4\% \\
\quad Number of top-level pins & 22 \\
\quad Die area & 0.0108 mm\^{}2 \\
\quad Die Span X & 104 um \\
\quad Core area & 0.00991 mm\^{}2 \\
\quad Site Rows & 36 \\
\multicolumn{2}{l}{\textbf{Placed design}} \\
\quad IO Port Bufs & 21 \\
\quad Instance area after placement & 0.00351 mm\^{}2 \\
\quad Final HPWL DP & 3870 um \\
\quad Routability-driven placement congestion ratio & 0.770 \\
\multicolumn{2}{l}{\textbf{GRT}} \\
\quad Initial antenna violation count & 0 \\
\quad Global Route met1 Usage & 18.8\% \\
\quad Global routing's busiest layer & met1 \\
\quad First-pass GRT wire length & 10200 um \\
\quad Grt met2 use & 18.1\% \\
\quad Overflow after GRT & 0 \\
\quad Largest net degree at the start of global routing & 25 \\
\quad Tot GR Track Use & 12.8\% \\
\quad Number of global-route vias before repair & 1923 \\
\quad Global routing usage on met3 & 6.92\% \\
\multicolumn{2}{l}{\textbf{Power}} \\
\quad Power per Cell Area & 913 mW/mm\^{}2 \\
\quad Leakage component of the power & 1.24 nW \\
\quad Max IR drop VDD & 0.000434 V \\
\multicolumn{2}{l}{\textbf{Clock tree}} \\
\quad CTS hold repair buffers & 0 \\
\quad CTS tree & yes \\
\quad CTS buffer count & 9 \\
\quad Clk pin slew, worst setup/hold paths & 0.08 ns \\
\quad Number of instances resized during post-cts repair & 0 \\
\quad Clk sink count & 76 \\
\quad Cell at the root of the clock tree & clkbuf\_8 \\
\quad Maximum buffer depth of the clock tree & 2 \\
\quad Depth of the CTS H-tree & 3 \\
\quad Clock latency reported for the late side of the worst-skew pair & 0.34 ns \\
\quad Number of post-CTS setup repair buffers & 0 \\
\multicolumn{2}{l}{\textbf{Finish}} \\
\quad Area overhead of the layout relative to synthesis & 19.7\% \\
\quad Final-layout fill cell count & 936 \\
\quad Cell area after layout & 0.00372 mm\^{}2 \\
\quad Layout cell share with drive strength beyond 1 & 11.8\% \\
\multicolumn{2}{l}{\textbf{Run status}} \\
\quad Outcome & finished, final reports clean \\
\multicolumn{2}{l}{\textbf{Min path}} \\
\quad Path class of the lowest-slack min-delay path & register to register \\
\multicolumn{2}{l}{\textbf{Flow run}} \\
\quad Tool warning count & 30 \\
\quad \# Max-Cap Violations & 0 \\
\hline
\end{tabular}
==> worst min path at each step <==
stage	startpoint	to	slack, ns	depth (start not counted)
after CTS	lifo[0][5]$_DFFE_PP_	data_out[5]$_DFFE_PP_	0.56	1
after global routing	lifo[0][1]$_DFFE_PP_	data_out[1]$_DFFE_PP_	0.57	1
final	lifo[0][6]$_DFFE_PP_	data_out[6]$_DFFE_PP_	0.56	1
==> kinds of logic after synthesis <==
family | count (synthesis)
DFF | 76
and+or+nand+nor | 54
xor gates and xnor gates | 3
AOI/OAI and AO/OA | 51
adders and majority gates | 7
buffers and inverters | 20
muxes | 1
==> per-layer routing <==
layer	share of wire, %	vias to the layer above
li1	-	904
met5	0	-
met1	42	898
met2	46	81
met3	11	5
met4	1.1	0
==> cells in the final DEF, fill, tap and decap left out, types with 2 or more instances in the layout <==
cell type,synthesis,final
a21oi_1,14,14
nand3_1,19,19
nor2_1,11,11
nand2_1,6,6
nor2b_1,2,2
nor3b_1,2,2
nor3_1,4,4
bufinv_16,0,2
clkdlybuf4s50_1,0,21
a22oi_1,3,3
inv_1,6,6
edfxtp_1,72,72
a222oi_1,9,9
clkbuf_8,0,9
xnor2_1,2,2
buf_4,0,11
clkinv_2,0,2
ha_1,7,7
a221oi_1,6,6
o22a_1,6,6
nand2b_1,6,6
o21ai_0,5,5
dfxtp_1,4,4
==> flip-flops by register name, indices dropped and copies added, names as in the netlist <==
register,flops
lifo,64
data_out,8
st_ptr,4
==> cells in the mapped netlist, types with 5 or more instances <==
library cell   n
a21oi_1       14
a221oi_1       6
a222oi_1       9
clkbuf_1      11
edfxtp_1      72
ha_1           7
inv_1          6
nand2_1        6
nand2b_1       6
nand3_1       19
nor2_1        11
o21ai_0        5
o22a_1         6
==> layout make-up <==
class | instances | area, um^2 | share of cell area (%)
Sequential cell | 76 | 2240 | 60.2
Multi-Input combinational cell | 116 | 783 | 21.0
Timing Repair Buffer | 32 | 293 | 7.87
Clock inverter | 6 | 87.6 | 2.35
Clock buffer | 10 | 128 | 3.43
Inverter | 6 | 22.5 | 0.605
Tap cell | 133 | 166 | 4.47
==> where the power goes <==
part | internal (W) | switching (W) | total (W)
Clock | 0.000403 | 0.000313 | 0.000716
Combinational | 0.000530 | 0.000828 | 0.00136
Sequential | 0.00125 | 0.0000779 | 0.00132
Total | 0.00218 | 0.00122 | 0.00340
==> stage by stage <==
stage / utilization [%] / setup slack, ns / instances / power (W) / hold slack [ns]
2_1_floorplan: - / 0.909 / 212 / 0.00224 / 0.501
3_3_place_gp: 35.4 / 0.916 / 363 / 0.00269 / 0.536
3_5_place_dp: 35.4 / 0.939 / 363 / 0.00270 / 0.536
4_1_cts: 37.6 / 0.837 / 379 / 0.00342 / 0.559
5_1_grt: 37.6 / 0.715 / 379 / 0.00364 / 0.567
6_report: 37.6 / 0.867 / 379 / 0.00340 / 0.556
No activity file was given, so power comes from the tool's default toggle rates.
