--- flow/design.v ---
module FIFObuffer( Clk, 
                   dataIn, 
                   RD, 
                   WR, 
                   EN, 
                   dataOut, 
                   Rst,
                   EMPTY, 
                   FULL 
                   ); 
input  Clk, 
       RD, 
       WR, 
       EN, 
       Rst;
output  EMPTY, 
        FULL;
input   [31:0]    dataIn;
output reg [31:0] dataOut;  
reg [3:0]  Count = 0; 
reg [31:0] FIFO [0:7]; 
reg [3:0]  readCounter = 0, 
           writeCounter = 0; 
assign EMPTY = (Count==0)? 1'b1:1'b0; 
assign FULL = (Count==8)? 1'b1:1'b0; 
always @ (posedge Clk) 
begin 
 if (EN==0); 
 else begin 
  if (Rst) begin 
   readCounter = 0; 
   writeCounter = 0; 
  end 
  else if (RD ==1'b1 && Count!=0) begin 
   dataOut  = FIFO[readCounter]; 
   readCounter = readCounter+1; 
  end 
  else if (WR==1'b1 && Count<8) begin
   FIFO[writeCounter]  = dataIn; 
   writeCounter  = writeCounter+1; 
  end 
  else; 
 end 
if (readCounter >= writeCounter) begin 
  Count=readCounter-writeCounter; 
 end 
 else if (writeCounter > readCounter) 
  Count=writeCounter-readCounter; 
 else;
 if (writeCounter==8) 
  writeCounter=0; 
 else if (readCounter==8) 
  readCounter=0;   
 else;
end 
endmodule
--- flow/run.sh ---
#!/bin/bash
# OpenROAD 26Q1-2900-gdf79404cd8, Yosys 0.63+post, stock flow scripts
make -C /OpenROAD-flow-scripts/flow DESIGN_CONFIG=/design/flow/config.mk WORK_HOME=/design/flow/orfs finish
--- flow/config.mk ---
export PLATFORM = sky130hd
export DESIGN_NAME = FIFObuffer
export DESIGN_NICKNAME = FIFObuffer
export VERILOG_FILES = /design/flow/design.v
export SDC_FILE = /design/flow/constraint.sdc
export NUM_CORES = 4
export LEC_CHECK = 1
export CORE_UTILIZATION = 50
--- flow/constraint.sdc ---
current_design FIFObuffer

set clk_period 10.1
set clk_io_pct 0.2

create_clock -name clk0 -period $clk_period [get_ports {Clk}]

set non_clock_inputs [all_inputs -no_clocks]
set_input_delay [expr $clk_period * $clk_io_pct] -clock clk0 $non_clock_inputs
set_output_delay [expr $clk_period * $clk_io_pct] -clock clk0 [all_outputs]
==> impl_results.html <==
<!-- implementation run metrics -->
<table>
<tr><th>Metric</th><th>Value</th></tr>
<tr><th colspan="2">Status</th></tr>
<tr><td>Result of the run</td><td>complete, no violations</td></tr>
<tr><th colspan="2">Die</th></tr>
<tr><td>Die Outline Area</td><td>between 0.02 and 0.025 sq mm</td></tr>
<tr><td>Die span in y</td><td>about 150 um</td></tr>
<tr><td>Std cell rows</td><td>~55</td></tr>
<tr><td>Floorplan Core Area</td><td>approximately 0.023 sq mm</td></tr>
<tr><td>Initial cell density of the core</td><td>between 50% and 60%</td></tr>
<tr><td>Horizontal extent of the die</td><td>about 150 um</td></tr>
<tr><td>Number of I/O pins</td><td>just over 70</td></tr>
<tr><th colspan="2">Clocking</th></tr>
<tr><td>Number of levels in the clock H-tree</td><td>1</td></tr>
<tr><td>Sinks on the clock net</td><td>300</td></tr>
<tr><td>Worst-skew pair later-pin latency</td><td>~0.55 ns</td></tr>
<tr><td>Clock transition at the register clock pins on the worst setup and hold paths after CTS</td><td>0.06 ns</td></tr>
<tr><td>Clock tree from TritonCTS</td><td>done</td></tr>
<tr><td>Maximum count of clock buffers along a single path</td><td>3</td></tr>
<tr><td>Number of buffers created by CTS</td><td>30</td></tr>
<tr><td>Cts-stage hold buffer count</td><td>0</td></tr>
<tr><td>CTS-repair resized insts</td><td>0</td></tr>
<tr><td>Clock tree root buffer cell</td><td>sky130_fd_sc_hd__clkbuf_16</td></tr>
<tr><td>Setup repair bufs after CTS</td><td>0</td></tr>
<tr><th colspan="2">Finish</th></tr>
<tr><td>Growth of design area from synthesis to finish</td><td>17.7%</td></tr>
<tr><td>Post-route standard cell area excluding fillers</td><td>0.0137 sq mm</td></tr>
<tr><td>Share of post-route cells with drive strength above 1</td><td>27.0%</td></tr>
<tr><td>Most frequent logic cell in the layout</td><td>sky130_fd_sc_hd__edfxtp_1</td></tr>
<tr><td>Most numerous logic cells after layout</td><td>sky130_fd_sc_hd__edfxtp_1, sky130_fd_sc_hd__clkdlybuf4s50_1, sky130_fd_sc_hd__mux4_2</td></tr>
<tr><td>Layout fillers</td><td>between 1500 and 2000</td></tr>
<tr><th colspan="2">Logic synthesis</th></tr>
<tr><td>Count of mapped cells out of synthesis</td><td>around 530</td></tr>
<tr><td>Flops after synth</td><td>~300</td></tr>
<tr><td>Commonest register cell after synthesis</td><td>sky130_fd_sc_hd__edfxtp_1</td></tr>
<tr><td>Number of enable-type register cells in the synthesized netlist</td><td>approximately 290</td></tr>
<tr><td>Cell area after synthesis</td><td>~0.012 sq mm</td></tr>
<tr><td>Proportion of register bits with asynchronous set or reset after synthesis</td><td>0%</td></tr>
<tr><td>Seq/Total Area, Yosys</td><td>76.8%</td></tr>
<tr><td>Number of warning messages in the yosys log</td><td>1</td></tr>
<tr><td>Ys cells</td><td>533</td></tr>
<tr><td>Yosys chip area</td><td>about 0.012 sq mm</td></tr>
<tr><td>Synthesized area divided by synthesized cell count</td><td>approximately 22 sq um</td></tr>
<tr><td>Distinct cells, synth</td><td>between 50 and 60</td></tr>
<tr><th colspan="2">Timing</th></tr>
<tr><td>Worst-margin pin slew</td><td>0.745 ns</td></tr>
<tr><td>Period Utilization, post-route</td><td>between 50% and 60%</td></tr>
<tr><td>Clock skew</td><td>about 0.0096 ns</td></tr>
<tr><td>Number of hold violations in the final report</td><td>0</td></tr>
<tr><td>Setup ws final</td><td>around 4.8 ns</td></tr>
<tr><td>Unrepaired setup endpoints after global routing</td><td>false</td></tr>
<tr><td>Final Max Slew Viols</td><td>0</td></tr>
<tr><td>Number of setup violations in the final report</td><td>0</td></tr>
<tr><td>Sum Neg Setup Slack</td><td>0 ns</td></tr>
<tr><td>Fmax</td><td>around 190 MHz</td></tr>
<tr><td>Shortest clock period the worst path allows after layout</td><td>5.30 ns</td></tr>
<tr><td>Max_slew headroom</td><td>about half</td></tr>
<tr><th colspan="2">Placed design</th></tr>
<tr><td>Instance area at placement</td><td>between 0.01 and 0.015 sq mm</td></tr>
<tr><td>GP Congestion</td><td>a little over 0.8</td></tr>
<tr><td>Port bufs</td><td>~70</td></tr>
<tr><td>Detail Placement HPWL</td><td>around 11 mm</td></tr>
<tr><td>Pre-CTS setup slack</td><td>about 4.3 ns</td></tr>
<tr><th colspan="2">Worst setup path</th></tr>
<tr><td>Startpoint type of the worst setup path</td><td>input pin</td></tr>
<tr><td>Cells traversed along the worst timing path</td><td>clkdlybuf4s50_1 &gt; nand2_1 &gt; or2_1 &gt; nor2_4 &gt; buf_4 &gt; o221a_2 &gt; fa_1 &gt; a21oi_1 &gt; o31ai_2 &gt; mux2_2 &gt; o2111ai_1 &gt; nand3b_1</td></tr>
<tr><td>Type of destination of the critical path</td><td>flip-flop</td></tr>
<tr><td>Delay contributed by the slowest stage of the critical path</td><td>a little under 0.7 ns</td></tr>
<tr><td>Combined buffer and inverter count along the critical path</td><td>2</td></tr>
<tr><td>CP max FO</td><td>34</td></tr>
<tr><td>Crit path DAT</td><td>roughly 5.6 ns</td></tr>
<tr><td>Cell with the largest stage delay on the worst path</td><td>sky130_fd_sc_hd__clkdlybuf4s50_1</td></tr>
<tr><td>Minimum setup slack among reg-to-reg paths</td><td>between 6 and 7 ns</td></tr>
<tr><td>Worst Path Required</td><td>10.39 ns</td></tr>
<tr><td>Crit path kind</td><td>input pin to flip-flop</td></tr>
<tr><td>Beginning of the worst register-to-register path</td><td>Count[3]</td></tr>
<tr><td>Largest delay contributor family on the critical path</td><td>buffers and inverters</td></tr>
<tr><td>Depth of the worst register-to-register path</td><td>11</td></tr>
<tr><td>Destination of the worst register-to-register timing path</td><td>Count[3]</td></tr>
<tr><th colspan="2">Route</th></tr>
<tr><td>Remaining design rule violation count</td><td>0</td></tr>
<tr><td>Number of routed nets with antenna violations</td><td>0</td></tr>
<tr><td>Total vias in the final route</td><td>~5400</td></tr>
<tr><td>1st-iter DRT viols</td><td>223</td></tr>
<tr><td>Routed len/inst</td><td>approximately 22 um</td></tr>
<tr><td>Total Routed Length</td><td>20.8 mm</td></tr>
<tr><td>Count of TritonRoute iterations in the first routing pass</td><td>4</td></tr>
<tr><td>Via count normalized by instance count</td><td>around 5.8</td></tr>
<tr><th colspan="2">Min path</th></tr>
<tr><td>Hold Crit Start</td><td>readCounter[3]</td></tr>
<tr><td>Hold Crit Class</td><td>flip-flop to flip-flop</td></tr>
<tr><td>Worst hold stages</td><td>2</td></tr>
<tr><td>Capture endpoint of the worst hold path</td><td>readCounter[3]</td></tr>
<tr><th colspan="2">Pwr</th></tr>
<tr><td>Leakage Power</td><td>between 4 and 5 nW</td></tr>
<tr><td>Maximum resistive drop on vdd</td><td>about 130 uV</td></tr>
<tr><td>Pwr Density</td><td>roughly 210 mW/mm^2</td></tr>
<tr><td>Post-layout total power</td><td>between 2 and 3 mW</td></tr>
<tr><th colspan="2">Global routing</th></tr>
<tr><td>Congestion Overflow GR</td><td>0</td></tr>
<tr><td>Maximum number of pins on one net before global-route repair</td><td>approximately 41</td></tr>
<tr><td>Total routing resource utilization after global routing</td><td>around a fifth</td></tr>
<tr><td>First-pass GRT wire length</td><td>between 30 and 40 mm</td></tr>
<tr><td>Number of global-route vias before repair</td><td>roughly 6000</td></tr>
<tr><td>Antenna violations before repair</td><td>1</td></tr>
<tr><th colspan="2">Flow run</th></tr>
<tr><td>Count of tool warnings</td><td>29</td></tr>
<tr><td>Number of violations of the max-capacitance limit</td><td>0</td></tr>
</table>
cell usage after synthesis (all sizes together) (4+ instances only):
master	number	area, sq um
mux2	33	372
mux4	64	1440
buf	14	68.8
nor2	13	48.8
inv	14	52.6
nor3	5	25.0
dfxtp	8	160
edfxtp	292	8770
clkbuf	12	45.0
ha	10	125
a21oi	8	40.0
a31o	4	35.0
nand2	10	40.0
layout make-up:
class | instances | area (sq um) | area share, %
clock buffer | 37 | 777 | 5.68
inverter | 14 | 52.6 | 0.384
clock inverter | 17 | 163 | 1.19
tap | 285 | 357 | 2.60
sequential | 300 | 8940 | 65.3
multi-input combinational | 193 | 2600 | 19.0
timing repair buffer | 84 | 806 | 5.89
antenna | 1 | 2.50 | 0.0183
metal layers:
layer / track usage [%] / part of all wire [%] / vias up
met4: 2.88 / 1.5 / 0
met3: 13.1 / 14 / 26
li1: - / - / 2393
met2: 30.6 / 48 / 325
met1: 30.0 / 36 / 2639
met5: 0 / 0 / -
where the power goes:
group | internal, mW | leakage, nW | total (mW) | switching, mW
logic | 0.244 | 1.16 | 0.407 | 0.163
registers | 1.42 | 2.71 | 1.48 | 0.0603
clock network | 0.618 | 0.453 | 1.05 | 0.429
total | 2.29 | 4.32 | 2.94 | 0.652
metrics by stage:
stage / hold slack, ns / util [%] / instances
after floorplan: 0.528 / - / 533
after global placement: 0.559 / 56.1 / 876
after detailed placement: 0.551 / 56.1 / 876
after CTS: 0.561 / 60.3 / 930
after global routing: 0.581 / 60.3 / 930
final: 0.560 / 60.3 / 931
sequential cells by signal, summed over array words and instances, names as in the netlist:
name          flops
Count             4
FIFO            256
dataOut          32
readCounter       4
writeCounter      4
logic make-up after synthesis:
group / after synthesis / synth area share (%)
flip-flops: 300 / 76.8
multiplexers: 97 / 15.6
AND/OR/NAND/NOR: 50 / 2.36
buffers and inverters: 40 / 1.43
AND-OR/OR-AND: 31 / 2.20
adder cells (fa/ha/maj): 12 / 1.42
XOR/XNOR: 3 / 0.226
how the worst max path moves through the flow:
stage / slack [ns] / start / cells past startpoint / end
after global routing: 4.61 / EN / 12 / Count[3]
after CTS: 4.84 / EN / 12 / Count[3]
final: 4.80 / EN / 12 / Count[3]
tightest hold or removal path, stage by stage (launching register included):
cell and delay (ns):
sky130_fd_sc_hd__dfxtp_1 0.32, sky130_fd_sc_hd__xor2_1 0.08, sky130_fd_sc_hd__o311a_1 0.12
Power figures rest on the tool's default switching activity, not on a simulated workload.
